<file path="design/flow/design.v">
`timescale 1ns / 1ps
module MUX2_32bit (in1, in2, setOut, out);
  input setOut;
  input [31:0] in1, in2;
  output [31:0] out;
  assign out = (setOut == 0) ? in1 : in2;
endmodule
module MUX3 (in1, in2, in3, setOut, out);
  input [31:0] in1, in2, in3;
  input [1:0] setOut;
  output [31:0] out;
  assign out = (setOut == 2'd0) ? in1 :
               (setOut == 2'd1) ? in2 : in3;
endmodule
`timescale 1ns / 1ps
module alu(
	input [31:0] A,
	input [31:0] B,
	input [3:0] ALUcon,
	output reg [31:0] Y,
	output reg Z);
reg [31:0] sol;
reg [31:0] res_Hi;
reg [31:0] res_Lo;
always @(*)
begin
    case(ALUcon)
    4'b0000: sol = A+B;
    4'b0001: sol = A-B;
    4'b0010: sol = A&B;
    4'b0011: sol = A|B;
    4'b0100: sol = A^B;
    4'b0101: sol = ~(A|B);
    4'b0110: sol = (A<B)? A:B;
    4'b0111: sol = (((A<0)? (~A):A)<((B<0)? (~B):B)) ? A:B;
    4'b1000: {res_Hi, res_Hi} = ((A<0)? (~A):A)*((B<0)? (~B):B);
    endcase
    Y <= sol;
    Z <= ~((sol==0)&&(res_Hi==0));
end
endmodule
`timescale 1ns / 1ps
module Ex_Stage(clk, RD1_E, RD2_E, RtE, RdE, SignImmE, RegDstE, ALUSrcE,
					 ALUControlE, ALUOutE, WriteDataE, WriteRegE, ForwardAE,
					 ForwardBE, ResultW);
  input clk, RegDstE, ALUSrcE;
  input [1:0] ForwardAE, ForwardBE;
  input [4:0] RtE, RdE;
  input [3:0] ALUControlE;
  input [31:0] RD1_E, RD2_E, SignImmE, ResultW;
  output [4:0] WriteRegE;
  output [31:0] ALUOutE, WriteDataE;
  wire [31:0] SrcAE, SrcBE;
  wire Z;
  MUX3 mux_E1 (
    .in1(RD1_E),
    .in2(ResultW),
    .in3(ALUOutM),
    .setOut(ForwardAE),
    .out(SrcAE)
  );
  MUX3 mux_E2 (
    .in1(RD2_E),
    .in2(ResultW),
    .in3(ALUOutM),
    .setOut(ForwardBE),
    .out(WriteDataE)
  );
  MUX2_32bit mux_E3 (
    .in1(WriteDataE),
    .in2(SignImmE),
    .setOut(ALUSrcE),
    .out(SrcBE)
  );
  alu ALU(
	 .A(SrcAE),
	 .B(SrcBE),
	 .ALUcon(ALUControlE),
	 .Y(ALUOutE),
	 .Z(Z)
  );
endmodule 
</file>
<file path="design/flow/run.sh">
#!/bin/bash
# OpenROAD 26Q1-2900-gdf79404cd8, Yosys 0.63+post, stock flow scripts
make -C /OpenROAD-flow-scripts/flow DESIGN_CONFIG=/design/flow/config.mk WORK_HOME=/design/flow/orfs finish
</file>
<file path="design/flow/config.mk">
export PLATFORM = sky130hd
export DESIGN_NAME = Ex_Stage
export DESIGN_NICKNAME = Ex_Stage
export VERILOG_FILES = /design/flow/design.v
export SDC_FILE = /design/flow/constraint.sdc
export NUM_CORES = 4
export LEC_CHECK = 1
export CORE_UTILIZATION = 40
</file>
<file path="design/flow/constraint.sdc">
current_design Ex_Stage

set clk_period 33.0
set clk_io_pct 0.2

create_clock -name clk0 -period $clk_period

set non_clock_inputs [all_inputs -no_clocks]
set_input_delay [expr $clk_period * $clk_io_pct] -clock clk0 $non_clock_inputs
set_output_delay [expr $clk_period * $clk_io_pct] -clock clk0 [all_outputs]
</file>
==> results.toml <==
# yosys + openroad results
[outcome]
run_status = "finished clean"

[place]
placedInstanceArea_mm2 = 0.00946
numPortBuffers = 201
preCtsSetupSlack_ns = 14.19
gp_routability_congestion = 0.974
detailed_place_hpwl_mm = 24.7

[worst_setup_path]
critical_path_arrival_ns = 12.29
worst-setup-path-type = "primary input to output pin"
cp-start-kind = "primary input"
cp-end-kind = "output pin"
required_time_of_the_critical_path_ns = 26.40
critical_path_peak_fanout = 32

[drt]
antennaDiodeCount = 0
detailedRoute.firstIterationViolations = 760
wirelength_mm = 31.5
route.detailed.drc = 0
routed_via_density = 5.93
first_pass_iters = 5
routedWlPerCell_um = 20.7
drt.antenna.violating_nets = 0
num_vias = 9045

[finish]
sequential_cell_area_um2 = 0
drive_gt1_frac = 0.0401
seq_cell_count = 0
clkbuf_count = 0
mostFrequentLayoutCell = "sky130_fd_sc_hd__clkdlybuf4s50_1"
layout.filler_cells = 1873
layout.cells.most_common_list = "sky130_fd_sc_hd__clkdlybuf4s50_1, sky130_fd_sc_hd__nor2_1, sky130_fd_sc_hd__a21oi_1"
postLayoutCellArea_mm2 = 0.00946
layout-area-overhead-vs-synth_pct = 28.4
fin_util = 0.525

[die]
fp-utilization = 0.409
chipWidth_um = 138
chip_area_mm2 = 0.0190
boundaryPins = 218
design.core.area_mm2 = 0.0180
vertical_die_size_um = 138
fp-row-count = 49

[sta]
final-hold-violation-count = 0
postLayoutSetupSlackWorst_ns = 14.11
grt_setup_unrepaired = "no"
finalSetupViolCount = 0
max_slew.worst_pin.slew_ns = 0.933
slew-limit-headroom = 0.372
slew_violations = 0
fmax_mhz = 52.9
finalSetupTns_ns = 0
final_critical_period_ns = 18.89
layout_worst_path_cycle_share = 0.572

[global_routing]
gr-total-overflow = 0
use_met1 = 0.499
grt-busiest-layer = "met1"
global_route.usage.met3 = 0.0777
grt_pass1_vias = 8131
grt_max_degree = 65
grt_first_pass_wirelength_mm = 47.1
groute.usage.overall = 0.333
gr-usage-met2 = 0.496
grt_antenna_before_repair = 0

[flow_run]
drv_cap = 0
warnings = 108

[min_path]
hp-class = "primary input to output pin"

[yosys]
synth_warnings = 10
gate_count_post_synth = 1162
postSynthSeqShare = 0
ys_area_mm2 = 0.00737
synth_cell_types = 75
syn-mean-instance-area_um2 = 6.34
netlist_area_mm2 = 0.00737
yosys_cells = 1162

[clock_tree]
cts_repair_resize_count = 0
cts-hold-fix-buffers = 0
post-cts-setup-buffers = 0

[power]
total_leakage_power_nw = 3.97
total_power_consumption_w = 0.000187
vdd.ir_drop.worst_mv = 0.0105
power_density_mw_per_mm2 = 19.8
## Yosys cell counts, types with 5 or more instances
master | number | area [um2]
sky130_fd_sc_hd__nor3b_1 | 5 | 37.5
sky130_fd_sc_hd__or3_1 | 9 | 56.3
sky130_fd_sc_hd__and3b_1 | 5 | 43.8
sky130_fd_sc_hd__a32oi_1 | 6 | 52.6
sky130_fd_sc_hd__o31ai_1 | 25 | 188
sky130_fd_sc_hd__a31oi_1 | 5 | 31.3
sky130_fd_sc_hd__nor2b_1 | 20 | 125
sky130_fd_sc_hd__clkbuf_1 | 64 | 240
sky130_fd_sc_hd__o21a_1 | 7 | 52.6
sky130_fd_sc_hd__nand3_1 | 15 | 75.1
sky130_fd_sc_hd__o31a_1 | 6 | 52.6
sky130_fd_sc_hd__nand2_1 | 88 | 330
sky130_fd_sc_hd__a21o_1 | 10 | 75.1
sky130_fd_sc_hd__o22ai_1 | 12 | 75.1
sky130_fd_sc_hd__o21ai_0 | 53 | 265
sky130_fd_sc_hd__nor3_1 | 45 | 225
sky130_fd_sc_hd__inv_1 | 93 | 349
sky130_fd_sc_hd__a21oi_1 | 127 | 636
sky130_fd_sc_hd__mux2i_1 | 71 | 711
sky130_fd_sc_hd__buf_4 | 5 | 37.5
sky130_fd_sc_hd__o21bai_1 | 8 | 60.1
sky130_fd_sc_hd__nand2b_1 | 10 | 62.6
sky130_fd_sc_hd__ha_1 | 96 | 1200
sky130_fd_sc_hd__o221ai_1 | 8 | 70.1
sky130_fd_sc_hd__o211ai_1 | 37 | 278
sky130_fd_sc_hd__o2111ai_1 | 6 | 52.6
sky130_fd_sc_hd__a221oi_1 | 20 | 175
sky130_fd_sc_hd__nor2_1 | 152 | 571
sky130_fd_sc_hd__a22oi_1 | 7 | 52.6
sky130_fd_sc_hd__a221o_1 | 7 | 70.1
sky130_fd_sc_hd__a211oi_1 | 13 | 97.6
sky130_fd_sc_hd__buf_1 | 10 | 37.5
sky130_fd_sc_hd__buf_2 | 12 | 60.1
sky130_fd_sc_hd__or2_2 | 7 | 43.8
sky130_fd_sc_hd__xnor2_1 | 21 | 184
## per-stage QoR
step,hold WS (ns),instances
floorplan,13.30,1166
global placement,14.22,1526
detailed placement,14.21,1526
CTS,14.22,1526
global route,14.26,1526
finish,14.21,1526
## cells by family after synthesis
family          after synthesis  share of synthesized area
simple gates                387                      0.247
mux                          71                     0.0965
compound gates              395                      0.358
buf+inv                     187                      0.102
fa+ha+maj                    98                      0.169
other cells                   1                   0.000509
xor+xnor                     23                     0.0273
## final timing paths
check	from	cells past startpoint	slack, ns	end
worst max-delay path	ForwardBE[0]	18	14.11	ALUOutE[2]
worst min-delay path	RD2_E[8]	4	14.21	WriteDataE[8]
## final cells by class
cell class | instances | area (um2) | area share
repair buffers | 224 | 2160 | 0.229
inverters | 94 | 353 | 0.0373
multi-input cells | 979 | 6650 | 0.703
well taps | 229 | 287 | 0.0303
## where the power goes
group          total [W]  internal [W]  switching [W]
logic           0.000187     0.0000834       0.000103
clock network          0             0              0
registers              0             0              0
total           0.000187     0.0000834       0.000103
## per-layer routing
| metal | up-vias | part of all wire |
|---|---|---|
| li1 | 4479 | - |
| met1 | 4085 | 0.46 |
| met2 | 454 | 0.42 |
| met3 | 27 | 0.10 |
| met4 | 0 | 0.011 |
| met5 | - | 0 |
## worst max-delay path, stage by stage
cell and delay [ns]:
sky130_fd_sc_hd__buf_2 0.08, sky130_fd_sc_hd__buf_4 0.46, sky130_fd_sc_hd__mux2i_1 0.19, sky130_fd_sc_hd__o31ai_1 0.73
sky130_fd_sc_hd__ha_1 0.31, sky130_fd_sc_hd__inv_1 0.07, sky130_fd_sc_hd__fa_1 0.47, sky130_fd_sc_hd__a211oi_1 0.32
sky130_fd_sc_hd__o31a_1 0.29, sky130_fd_sc_hd__o31a_1 0.37, sky130_fd_sc_hd__o2111ai_1 0.21, sky130_fd_sc_hd__a21oi_2 0.52
sky130_fd_sc_hd__o21a_1 0.34, sky130_fd_sc_hd__buf_4 0.33, sky130_fd_sc_hd__mux2i_1 0.11, sky130_fd_sc_hd__o221ai_1 0.24
sky130_fd_sc_hd__and2_1 0.16, sky130_fd_sc_hd__clkdlybuf4s50_1 0.45
No activity file was given, so power comes from the tool's default toggle rates.
