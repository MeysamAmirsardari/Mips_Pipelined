==> /design/flow/design.v <==
`timescale 1ns / 1ps
module adder (in1, in2, out);
  input [31:0] in1, in2;
  output [31:0] out;
  assign out = in1 + in2;
endmodule
`timescale 1ns / 1ps
module MUX2_32bit (in1, in2, setOut, out);
  input setOut;
  input [31:0] in1, in2;
  output [31:0] out;
  assign out = (setOut == 0) ? in1 : in2;
endmodule
module MUX3 (in1, in2, in3, setOut, out);
  input [31:0] in1, in2, in3;
  input [1:0] setOut;
  output [31:0] out;
  assign out = (setOut == 2'd0) ? in1 :
               (setOut == 2'd1) ? in2 : in3;
endmodule
`timescale 1ns / 1ps
module signExtend (in, out);
  input [15:0] in;
  output [31:0] out;
  assign out = (in[15]==1)?{16'b1111111111111111,in}:{16'b0000000000000000,in};
endmodule
`timescale 1ns / 1ps
module regfile(
	input clk,
	input Reset,
	input [4:0] A1,
	input [4:0] A2,
	input [4:0] WriteReg,
	input [31:0] WD,
	input WE,
	output [31:0] RD1,
	output [31:0] RD2
    );
reg [31:0] file[31:0];
integer i;
assign RD1 = file[A1[4:0]];
assign RD2 = file[A2[4:0]];
always @(posedge clk)
begin
	 if (Reset) begin
      for (i = 0; i < 32; i = i + 1)
        file[i] <= 0;
	    end
    else if(WE)
        file[WriteReg[4:0]] <= WD;
end
endmodule
`timescale 1ns / 1ps
module De_Stage(clk, Reset, InstrD, PCPlus4_D, PCBranchD, ForwardAD, ForwardBD,
					 RsD, RtD, RdD, SignImmD, ALUOutM, RegWriteW, RD1_D, RD2_D,
					 PCSrcD, WriteRegW, ResultW, BranchD);
  input clk, Reset, ForwardAD, ForwardBD, RegWriteW, BranchD;
  input [31:0] InstrD, PCPlus4_D, ALUOutM, ResultW;
  output PCSrcD;
  output [31:0] RD1_D, RD2_D, SignImmD, PCBranchD;
  output [4:0] RsD, RtD, RdD, WriteRegW;
  wire CU2and, Cond2and;
  wire [1:0] CU2Cond;
  wire Is_Imm, ST_or_BNE;
  wire [31:0] CheckIn1, CheckIn2, shifted;
  regfile RegFile (
   .clk(clk),
	.Reset(Reset),
	.A1(InstrD[25:21]),
	.A2(InstrD[20:16]),
	.WriteReg(WriteRegW),
	.WD(ResultW),
	.WE(RegWriteW),
	.RD1(RD1_D),
	.RD2(RD2_D)
    );
  MUX2_32bit mux_D1 (
    .in1(RD1_D),
    .in2(ALUOutM),
    .setOut(ForwardAD),
    .out(CheckIn1)
  );
  MUX2_32bit mux_D2 (
    .in1(RD2_D),
    .in2(ALUOutM),
    .setOut(ForwardBD),
    .out(CheckIn2)
  );
  signExtend signExtend(
    .in(InstrD[15:0]),
    .out(SignImmD)
  );
  assign shifted = SignImmD << 2;
  adder adder_De(
    .in1(shifted),
    .in2(PCPlus4_D),
    .out(PCBranchD)
  );
  assign PCSrcD = ((CheckIn1==CheckIn2) && BranchD);
  assign RsD = InstrD[25:21];
  assign RtD = InstrD[20:16];
  assign RdD = InstrD[15:11];
  endmodule
==> /design/flow/run.sh <==
#!/bin/bash
# OpenROAD 26Q1-2900-gdf79404cd8, Yosys 0.63+post, stock flow scripts
make -C /OpenROAD-flow-scripts/flow DESIGN_CONFIG=/design/flow/config.mk WORK_HOME=/design/flow/orfs finish
==> /design/flow/config.mk <==
export PLATFORM = sky130hd
export DESIGN_NAME = De_Stage
export DESIGN_NICKNAME = De_Stage
export VERILOG_FILES = /design/flow/design.v
export SDC_FILE = /design/flow/constraint.sdc
export NUM_CORES = 4
export LEC_CHECK = 1
export CORE_AREA = 10 10 117 117
export DIE_AREA = 0 0 127 127
==> /design/flow/constraint.sdc <==
current_design De_Stage

set clk_period 15.5
set clk_io_pct 0.2

create_clock -name clk0 -period $clk_period [get_ports {clk}]

set non_clock_inputs [all_inputs -no_clocks]
set_input_delay [expr $clk_period * $clk_io_pct] -clock clk0 $non_clock_inputs
set_output_delay [expr $clk_period * $clk_io_pct] -clock clk0 [all_outputs]
==> ci_impl_report.md <==
### Metrics collected by this job

| Metric | Value |
|---|---|
| Run status | `finished clean` |
| Initial antenna violation count | `0` |
| Final HPWL DP | `8120 µm` |
| Layout cell share with drive strength beyond 1 | `0.0157` |
| Yosys chip area | `0.00249 mm²` |
| Crit end category | `primary output` |
| WL/cell | `15.1 µm` |
| Io pins | `283` |
| Die ar. | `0.0161 mm²` |
| Cell Pwr Density | `37.9 mW/mm²` |
| Fp_density | `0.220` |
| Pre-antenna DRT Iters | `6` |
| Max-cap violation count | `0` |
| Core area | `0.0113 mm²` |
| Vias in the first global route | `2665` |
| Lkg Pwr | `1.46 nW` |
| Yosys warns | `6` |
| Mapped cell area | `0.00249 mm²` |
| Count of cell types in the netlist | `40` |
| Final period utilization | `0.614` |
| CP Launch Type | `input port` |
| Antenna cells | `0` |
| Tool warning count | `68` |
| IO Port Bufs | `149` |
| Final setup violation count | `0` |
| Post-Route WL | `8850 µm` |
| RSZ-0062 raised after global routing | `no` |
| Hold path startpoint | `PCPlus4_D[0]` |
| WP data required | `12.40 ns` |
| Flop area | `0 µm²` |
| Yosys cell count | `351` |
| # Post-CTS Setup Buffers | `0` |
| Seq share, synth | `0` |
| Via count | `2482` |
| Die height | `127 µm` |
| Max-area cell share | `0.356` |
| Crit path launch | `InstrD[0]` |
| Largest net degree at the start of global routing | `34` |
| Arrival @ worst endpoint | `6.42 ns` |
| Routed Antenna Nets | `0` |
| Overflow after GRT | `0` |
| Fmax | `105 MHz` |
| Filler cell count | `1205` |
| GPL Wtd Cong | `0.861` |
| Setup TNS | `0 ns` |
| First-pass GRT wire length | `13800 µm` |
| Most frequent logic cell in the layout | `clkdlybuf4s50_1` |
| Post-CTS Resized | `0` |
| Critical path class | `input port to primary output` |
| Row count | `39` |
| Vias per inst | `4.22` |
| Gr usage total | `0.102` |
| Synth area leader | `buf_4` |
| Crit path time final | `9.52 ns` |
| Clkbuf count | `0` |
| Syn-to-layout area delta | `41.1%` |
| # DRC | `0` |
| Die W | `127 µm` |
| Hold crit path type | `input port to primary output` |
| Top Layout Cells | `149 x clkdlybuf4s50_1, 69 x conb_1, 29 x ha_1` |
| Hold WS | `6.20 ns` |
| Maximum vdd drop | `0.0167 mV` |
| Seq cells | `0` |
| Post-synthesis cell count | `351` |
| Avg Cell Area, Syn | `7.10 µm²` |
| Post-CTS Hold Fix Bufs | `0` |
| Max-slew violations | `0` |
| DR iter-0 viols | `101` |
| Cell area leaders | `buf_4 36%, ha_1 15%, xnor2_1 7.0%, a21oi_1 5.6%, xor2_1 3.5%` |
| Max FO, Critical Path | `4` |
| Final Hold Fails | `0` |
==> critical path: stages <==
cell,delay (ns)
clkdlybuf4s50_1,0.48
ha_1,0.17
inv_1,0.05
fa_1,0.40
nand2b_1,0.18
a21oi_1,0.24
o311ai_2,0.13
o21ba_2,0.30
o31ai_4,0.29
a41o_1,0.31
o21ai_1,0.11
xnor2_1,0.15
clkdlybuf4s50_1,0.51
==> cells in the mapped netlist, drive strengths merged, types with 6 or more instances <==
cell type,instances
a211oi,7
nand3,7
clkbuf,6
nand4,7
o21ai,20
xnor2,20
nand2,20
inv,8
ha,29
a21o,6
xor2,10
nor2,17
buf,118
a21oi,29
nor4,8
==> logic make-up after synthesis <==
| logic type | after synthesis | share of synthesized area |
|---|---|---|
| buffers and inverters | 132 | 0.377 |
| AOI/OAI and AO/OA | 84 | 0.219 |
| and+or+nand+nor | 74 | 0.143 |
| xor gates and xnor gates | 30 | 0.105 |
| adders and majority gates | 30 | 0.154 |
| other | 1 | 0.00151 |
==> routing by layer <==
metal | vias up | wire [µm] | global-route usage | part of all wire
met5 | - | 0 | 0 | 0
met4 | 0 | 57 | 0.00670 | 0.0064
li1 | 1228 | - | - | -
met3 | 4 | 1250 | 0.0575 | 0.14
met1 | 1104 | 3340 | 0.106 | 0.38
met2 | 146 | 4200 | 0.181 | 0.47
==> metrics by stage <==
stage / setup WS [ns] / instances / util / power (mW) / cell area (µm²)
floorplan: 7.31 / 419 / - / 0.0725 / 2750
global placement: 5.93 / 588 / 0.311 / 0.136 / 3520
detailed placement: 5.97 / 588 / 0.311 / 0.136 / 3520
CTS: 5.95 / 588 / 0.311 / 0.137 / 3520
global route: 5.75 / 588 / 0.311 / 0.149 / 3520
finish: 5.98 / 588 / 0.311 / 0.133 / 3520
==> layout make-up <==
cell class / count / area, µm² / area share
repair buffers: 150 / 1500 / 0.426
multi-input cells: 287 / 1810 / 0.514
well taps: 143 / 179 / 0.0509
inverters: 8 / 30.0 / 0.00854
==> path summary, 6_finish.rpt <==
| kind | to | slack (ns) | cells after the start |
|---|---|---|---|
| setup / recovery | PCBranchD[24] | 5.98 | 13 |
| hold / removal | PCBranchD[0] | 6.20 | 0 |
==> report_power, final <==
group	switching [mW]	total, mW	leakage [nW]	internal (mW)
logic	0.0511	0.133	1.46	0.0820
registers	0	0	0	0
clock network	0	0	0	0
total	0.0511	0.133	1.46	0.0820
No activity file was given, so power comes from the tool's default toggle rates.
