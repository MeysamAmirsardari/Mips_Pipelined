==> design.v <==
`timescale 1ns / 1ps
module dmem(
	input clk,
	input WE,
	input [31:0] A,
	input [31:0] WD,
	output wire [31:0] RD,
	output wire MemReady
    );
reg [31:0] RAM[1024:0];
assign RD = RAM[A[31:2]];
assign MemReady = 1'b1;
always @ (posedge clk)
begin
    if(WE)
        RAM[A[31:2]] <= WD;
end
endmodule
`timescale 1ns / 1ps
module Mem_Stage(clk, ALUOutM, WriteDataM, MemWriteM, ReadDataM);
  input clk, MemWriteM;
  input [31:0] ALUOutM, WriteDataM;
  output [31:0] ReadDataM;
  wire MemReady;
  dmem dataMemory (
    .clk(clk),
	 .WE(MemWriteM),
	 .A(ALUOutM),
	 .WD(WriteDataM),
	 .RD(ReadDataM),
	 .MemReady(MemReady)
  );
endmodule
==> run.sh <==
#!/bin/bash
# OpenROAD 26Q1-2900-gdf79404cd8, Yosys 0.63+post, stock flow scripts
make -C /OpenROAD-flow-scripts/flow DESIGN_CONFIG=/design/flow/config.mk WORK_HOME=/design/flow/orfs finish
==> config.mk <==
export PLATFORM = sky130hd
export DESIGN_NAME = Mem_Stage
export DESIGN_NICKNAME = Mem_Stage
export VERILOG_FILES = /design/flow/design.v
export SDC_FILE = /design/flow/constraint.sdc
export NUM_CORES = 4
export LEC_CHECK = 1
export CORE_UTILIZATION = 30
export SYNTH_MEMORY_MAX_BITS = 65536
==> constraint.sdc <==
current_design Mem_Stage

set clk_period 147.3
set clk_io_pct 0.2

create_clock -name clk0 -period $clk_period [get_ports {clk}]

set non_clock_inputs [all_inputs -no_clocks]
set_input_delay [expr $clk_period * $clk_io_pct] -clock clk0 $non_clock_inputs
set_output_delay [expr $clk_period * $clk_io_pct] -clock clk0 [all_outputs]
==> summary.txt <==
The synthesis and place-and-route flow finished, so here is a summary.

The total CTS buffers is 3148. Per the OpenROAD floorplan log, the width of the die is 2032 um. The area of the core is 4113000 um^2. The post-synthesis register bit count came out at 32800. The floorplan step set the die height to 2032 um. The number of enable-type register cells in the synthesized netlist came out at 32800.

In the final report, the number of endpoints failing setup comes to 0. The compound-gate portion of the synthesized area came out at 3.783%. After floorplanning, the die was sized to cover 4129000 um^2. The via count of the first global-routing pass came out at 665600. The xor-xnor portion of the synthesized cell area is 0%. The delay of the slowest critical-path stage is 930 ps.

The report shows a maximum critical-path fanout of 75. The worst path meets setup with 77490 ps of slack. Summed over all layers, the routed wires come to 3871000 um.

The most used flip-flop cell after synthesis is edfxtp_1. STA puts the critical path data arrival time at 40350 ps. The critical path data required time came out at 117840 ps.

The register with the most flip-flops in the layout has 32800 of them. In this run, the synthesized area fraction spent on and/or/nand/nor cells is recorded as 1.174%. The portion of the clock cycle consumed by the worst path in the final layout came out at 47.39%. Setup repair after global routing left no endpoint under its margin. The tally of max-capacitance violations is 0. The hold-fix buffer count after cts came out at 0.

The slew at the pin closest to its max-slew limit is 1442 ps. The area of the mapped netlist is 1236000 um^2. The share of synthesized registers carrying an async set or reset is 0%.

Looking at the worst setup and hold paths, the clock pins of their registers show a slew of 60 ps. The synthesis area per yosys came out at 1236000 um^2. The first global-routing pass estimated 5279000 um of wire. The master cell of the clock root buffer is clkbuf_16. Per the synthesis report, the dominant area consumer among library cells is edfxtp_1. Before placement the cells fill 30.06% of the core. For this run, the detailed router's first-pass iteration total came to 8. The Yosys warning count came out at 1. Post-CTS timing repair inserted 0 buffers for setup. Summed over all cells, the static leakage comes to 450.4 nW. The total vias in the final route came out at 621400. Once detail routing completed, the nets flagged for antenna violations numbered 0.

The synthesized area per cell came out at 21.22 um^2. The top cell type's share of synthesized area is 79.67%. The maximum level of the CTS H-tree is 8.

The worst slew margin relative to its limit came out at 2.967%. The remaining design rule violation count is 0. The worst setup path is captured at an output pin. The overall power came out at 18.86 mW. For reference, the final report shows the hold violation count at 0. Global routing consumed, over all layers together, 19.75% of the routing resources.

The worst setup timing slack at the placement stage is 77690 ps. The multiplexer fraction of the synthesized cell area is 14.15%. The detail-routed net length per standard cell is 32.24 um. Grouping non-sequential cells by family puts the most area in multiplexers. In the setup report, the worst path falls into the class primary input to output pin. The final estimated routing congestion in global placement is 0.9004.

In this run the tool buffered the top-level ports with 76 buffer cells. The highest-delay cell along the critical path is a21oi_1. The final core utilization came out at 34.78%. The power per cell area is 13.18 nW/um^2. The CTS log lists the clock sinks for this run as 32800.

Per STA, the worst path is made up of buf_16 > buf_4 > buf_4 > buf_4 > buf_4 > buf_4 > buf_4 > buf_4 > buf_4 > buf_4 > mux2i_1 > o22ai_1 > nor4_1 > a31oi_2 > buf_4 > nor4_2 > buf_4 > nand2_1 > buf_4 > a21oi_1 > buf_4 > nand2_1 > clkdlybuf4s50_1. The TritonCTS clock tree is yes. The largest net degree at the start of global routing is 129.

The number of max-slew violations in the final report is 0. After synthesis, the cell types taking the most area are edfxtp_1, mux4_2, mux2i_1. For reference, full adder, half adder and majority cells occupy 0% of the area reported after synthesis. Between the synthesized netlist and the finished layout, the area growth was recorded as 15.69%. The post-placement cell area is 1332000 um^2. Sorting the synthesis cell report by count puts at the top edfxtp_1. After routing, the total negative slack on setup checks comes to 0 ps. The number of cells upsized or downsized after cts is 0. The worst-case vdd ir drop came out at 0.01334 mV.

The flow ran to the end, and the final reports show no timing, DRC or antenna violations. Summing all non-filler instances in the final layout gives an area of 1430000 um^2. The highest clock rate this design can be run at is 14.32 MHz. The tally of unique sky130hd cells used after synthesis is 47. The time the final worst path needs with I/O delays and setup came out at 69810 ps. The gate count of the mapped netlist came out at 58270. The via count normalized by instance count came out at 5.175. The worst setup path is launched from a primary input. The cell total in the yosys stat output came out at 58270. The number of DRC markers after the initial detailed-route iteration came out at 43090. The min-delay analysis places its worst path in the category primary input to register.

For this run the aggregate overflow at the end of global routing stands at 0. The number of buffers between clock root and the deepest sink is 6. The post-DP HPWL is 2289000 um. The top-level I/O count is 98. The initial antenna violation count is 271. The report lists the number of standard-cell rows as 745. The share of the yosys chip area belonging to registers is 79.67%.

Yosys reports that the most numerous cell types are edfxtp_1, mux2i_1, mux4_2, o22ai_1, clkbuf_1. By instance count, the cell type seen most on the critical path is buf_4. The fraction of final layout cells sized beyond drive strength 1 is 21.31%. The number of warnings in the stage logs is 89.
-- critical path: cells and delay by family --
family,cells,cell delay [ps]
AND-OR/OR-AND,3,1170
buffers and inverters,15,7660
multiplexers,1,280
AND/OR/NAND/NOR,4,1110
-- cell families after synthesis --
| logic type | Yosys count |
|---|---|
| buffers and inverters | 3500 |
| AND-OR/OR-AND | 6993 |
| flip-flops | 32800 |
| multiplexers | 12030 |
| AND/OR/NAND/NOR | 2946 |
-- power breakdown --
part | switching (mW) | internal [mW] | total (mW) | leakage (nW)
logic | 0.614 | 0.263 | 0.877 | 109
registers | 0.000667 | 10.3 | 10.3 | 295
clock network | 3.49 | 4.23 | 7.71 | 47.3
total | 4.10 | 14.8 | 18.9 | 450
-- cells in the final DEF, fill, tap and decap left out, types with 143 or more instances in the layout --
master | netlist | final
mux2i_1 | 7668 | 7668
clkinv_2 | 0 | 479
a221oi_1 | 303 | 298
clkinv_1 | 0 | 850
mux4_2 | 4358 | 4358
edfxtp_1 | 32800 | 32800
a31oi_1 | 580 | 538
nor3_1 | 253 | 250
clkbuf_16 | 0 | 3185
nand4_1 | 234 | 234
nand2_1 | 383 | 319
clkbuf_1 | 1754 | 811
bufinv_16 | 0 | 143
nor2_4 | 0 | 1026
a22o_1 | 312 | 312
diode_2 | 0 | 593
a21oi_1 | 451 | 442
a22oi_1 | 1453 | 1453
o22ai_1 | 3834 | 3834
nor4_1 | 890 | 810
buf_4 | 56 | 3927
-- per-stage QoR --
stage | hold slack (ps) | instances
global placement | 29870 | 113800
global route | 28120 | 120000
detailed placement | 29870 | 113800
floorplan | 29560 | 58270
CTS | 28060 | 119500
finish | 28130 | 120100
-- layout make-up --
class | count | area, um^2
Antenna cell | 593 | 1484
Clock inverter | 1719 | 14450
Clock buffer | 3996 | 82750
Sequential cell | 32800 | 984900
Fill cell | 374200 | 2682000
Tap cell | 54900 | 68700
Timing Repair Buffer | 4099 | 32340
Multi-Input combinational cell | 21970 | 245600
-- per-layer routing --
metal	vias up	track usage [%]	wire length, um
li1	254700	-	-
met1	310400	18.06	1064000
met2	48210	27.39	1678000
met3	7688	20.64	893400
met4	449	8.383	211400
met5	-	4.420	23980
-- worst paths after layout --
check | endpoint | from | cells after the start | slack [ps]
setup / recovery | ReadDataM[17] | ALUOutM[3] | 23 | 77490
hold / removal | dataMemory.RAM[131][19] | WriteDataM[19] | 1 | 28130
Power and IR drop assume default switching activity.
